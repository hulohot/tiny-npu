[/design/flow/config.mk]
export PLATFORM = sky130hd
export DESIGN_NAME = mac_unit
export DESIGN_NICKNAME = mac_unit
export VERILOG_FILES = /design/flow/design.v
export SDC_FILE = /design/flow/constraint.sdc
export NUM_CORES = 4
export LEC_CHECK = 1
export CORE_UTILIZATION = 50
[/design/flow/constraint.sdc]
current_design mac_unit

set clk_period 10.2
set clk_io_pct 0.2

create_clock -name clk0 -period $clk_period [get_ports {clk}]

set non_clock_inputs [all_inputs -no_clocks]
set_input_delay [expr $clk_period * $clk_io_pct] -clock clk0 $non_clock_inputs
set_output_delay [expr $clk_period * $clk_io_pct] -clock clk0 [all_outputs]
[/design/flow/design.v]
`timescale 1ns/1ps
module mac_unit #(
    parameter DATA_WIDTH = 8,
    parameter ACC_WIDTH = 32
)(
    input  logic                      clk,
    input  logic                      rst_n,
    input  logic                      en,            
    input  logic                      clr,           
    input  logic                      load_weight,   
    input  logic [DATA_WIDTH-1:0]     activation_in,    
    input  logic [DATA_WIDTH-1:0]     weight_in,        
    input  logic [ACC_WIDTH-1:0]      partial_sum_in,   
    output logic [DATA_WIDTH-1:0]     activation_out,   
    output logic [DATA_WIDTH-1:0]     weight_out,       
    output logic [ACC_WIDTH-1:0]      partial_sum_out   
);
    logic [DATA_WIDTH-1:0] weight_reg;
    logic [ACC_WIDTH-1:0] accumulator;
    logic signed [2*DATA_WIDTH-1:0] mult_result;
    logic signed [ACC_WIDTH-1:0] mult_extended;
    always_ff @(posedge clk or negedge rst_n) begin
        if (!rst_n) begin
            weight_reg <= '0;
        end else if (load_weight) begin
            weight_reg <= weight_in;
        end
    end
    assign mult_result = $signed(activation_in) * $signed(weight_reg);
    assign mult_extended = {{ACC_WIDTH-(2*DATA_WIDTH){mult_result[2*DATA_WIDTH-1]}}, mult_result};
    always_ff @(posedge clk or negedge rst_n) begin
        if (!rst_n) begin
            accumulator <= '0;
        end else if (clr) begin
            accumulator <= '0;
        end else if (en) begin
            accumulator <= partial_sum_in + mult_extended;
        end else begin
            accumulator <= partial_sum_in;   
        end
    end
    always_ff @(posedge clk or negedge rst_n) begin
        if (!rst_n) begin
            activation_out <= '0;
            weight_out     <= '0;
            partial_sum_out<= '0;
        end else begin
            activation_out <= activation_in;
            weight_out     <= weight_reg;
            partial_sum_out<= accumulator;
        end
    end
endmodule
[/design/flow/run.sh]
#!/bin/bash
# OpenROAD 26Q1-2900-gdf79404cd8, Yosys 0.63+post, stock flow scripts
make -C /OpenROAD-flow-scripts/flow DESIGN_CONFIG=/design/flow/config.mk WORK_HOME=/design/flow/orfs finish
==> flow_metrics.rpt <==
==== FLOW RESULTS ====
----------------------------------------------------
[Route]
  Uppermost signal routing layer after detailed routing ........................ met4
  Routed len/inst ........................ 13.91 um
  Vias per cell ........................ 5.140
  Number of DRC markers in iteration 0 ........................ between 150 and 200
  Met2 Routed Length ........................ 5.939 mm
  Total vias in the final route ........................ 4904
  Total wirelength of the detailed-routed design ........................ between 10 and 15 mm
  Post-detailed-route count of antenna-violating nets ........................ 0
  Metal3 WL ........................ ~730 um
  Detailed-routing iteration count for the pre-antenna-repair pass ........................ 5
  DRC Markers ........................ 0
  Total routed wire length on the met1 layer ........................ 6.478 mm
  Antenna cell count ........................ 0

[Critical path]
  Highest net fanout along the worst path ........................ 20
  CP Launch Type ........................ input pin
  Minimum setup slack among reg-to-reg paths ........................ 3150 ps
  Critical path endpoint category ........................ flip-flop
  Cell depth of the worst flop-to-flop path ........................ 26
  Crit Reg-Reg Endpoint ........................ accumulator[31]
  Required time worst endpoint ........................ 10430 ps
  Arrival time at the worst endpoint ........................ 9010 ps
  Worst r2r src ........................ weight_reg[3]
  Critical Setup Path Class ........................ input pin to flip-flop

[Global route]
  Wire length of the first global-routing pass ........................ 22.91 mm
  Total congestion overflow ........................ 0
  Vias in the first global route ........................ 4884
  Overall Global Routing Usage ........................ 21.04%
  Maximum number of pins on one net before global-route repair ........................ 55
  Number of antenna violations at the first check in global routing ........................ 0

[Clock network]
  CTS sink count ........................ 88
  Clock slew at reported path FFs ........................ 70 ps
  Post-CTS setup repair buffer count ........................ 0
  Number of buffers added by the clock tree synthesis step ........................ 9
  CTS Buffer Depth ........................ 2
  CTS tree ........................ yes
  Root buf cell ........................ sky130_fd_sc_hd__clkbuf_16
  Insertion delay at the late pin of the worst-skew pair ........................ 350 ps
  Hold buffer count at CTS ........................ 0
  H-tree lvl count ........................ 3
  Number of instances resized during post-cts repair ........................ 0

[Logic synthesis]
  Yosys stat chip area ........................ 6893 um2
  Post-synth ARST share ........................ 100.0%
  Post-Synthesis Mean Instance Area ........................ roughly 10 um2
  # Cells Yosys ........................ around 670
  Cell area after synthesis ........................ 6893 um2
  Main area contributors ........................ sky130_fd_sc_hd__dfrtp_1 (32%), sky130_fd_sc_hd__fa_1 (16%), sky130_fd_sc_hd__ha_1 (11%)
  Number of warning messages in the yosys log ........................ 1
  Proportion of netlist area held by the largest area contributor ........................ 31.95%
  Distinct lib cells ........................ 62
  Cell count after synthesis ........................ 671
  Number of enable-type register cells in the synthesized netlist ........................ 0
  Register area share after synthesis ........................ 31.95%
  Flip-flop cell with the highest count after synthesis ........................ sky130_fd_sc_hd__dfrtp_1
  FF+latch count, synth ........................ a little under 90
  Yosys top cell by area ........................ sky130_fd_sc_hd__dfrtp_1

[Floorplanning]
  Rows ........................ 42
  Overall die area ........................ ~14000 um2
  Height of the die ........................ 119.4 um
  I/O pins ........................ 101
  Area of the core ........................ ~13000 um2
  Die Width ........................ 119.4 um
  Starting Density ........................ 51.64%

[Place]
  Setup Slack @ Placement ........................ between 1000 and 1500 ps
  Routability Congestion ........................ 0.8342
  Count of buffers from port buffering ........................ 100
  DP HPWL ........................ 10.21 mm

[Final timing]
  Final max-slew violation count ........................ 0
  Period Utilization, post-route ........................ between 80% and 90%
  Maximum clock rate ........................ 114.0 MHz
  Final critical-path setup slack ........................ approximately 1400 ps
  Final hold viol count ........................ 0
  Minimum clock period ........................ 8775 ps
  Worst-case hold slack ........................ around 350 ps
  Slew at the pin closest to its max-slew limit ........................ around 640 ps
  Relative slew slack ........................ 57.07%
  Max Clock Skew ........................ 9.270 ps
  Setup total negative slack ........................ 0 ps
  Final setup violation count ........................ 0
  RSZ-0062 raised after global routing ........................ no

[Layout]
  Area growth syn-to-layout ........................ 21.27%
  Layout cell share with drive strength beyond 1 ........................ under 10%
  Sequential cell area ........................ approximately 2200 um2
  Fill cell total of the finished layout ........................ approximately 1100
  Largest registers ........................ accumulator x32, partial_sum_out x32
  Most frequent cells in the layout ........................ sky130_fd_sc_hd__clkdlybuf4s50_1 (99), sky130_fd_sc_hd__inv_1 (96), sky130_fd_sc_hd__dfrtp_1 (88)
  Leading cell type in the layout, fill and taps excluded ........................ sky130_fd_sc_hd__clkdlybuf4s50_1
  Area of the multi-input gates ........................ 4245 um2

[Min path]
  Worst Hold Class ........................ flip-flop to flip-flop
  Hold Path Origin ........................ accumulator[3]
  Number of instances on the worst hold path ........................ 0
  Hold Path Sink ........................ partial_sum_out[3]

[Run status]
  Outcome ........................ completed

[Flow run]
  Count of max-cap constraint violations ........................ 0
  Number of logged tool warnings ........................ 28

----------------------------------------------------
==> critical path, cell delays in order <==
cell	delay (ps)
sky130_fd_sc_hd__clkdlybuf4s50_1	530
sky130_fd_sc_hd__and2_1	240
sky130_fd_sc_hd__fa_1	630
sky130_fd_sc_hd__inv_1	150
sky130_fd_sc_hd__fa_1	550
sky130_fd_sc_hd__inv_1	60
sky130_fd_sc_hd__fa_1	530
sky130_fd_sc_hd__inv_1	60
sky130_fd_sc_hd__fa_1	530
sky130_fd_sc_hd__inv_1	40
sky130_fd_sc_hd__ha_1	330
sky130_fd_sc_hd__nand3_1	100
sky130_fd_sc_hd__nand2_1	50
sky130_fd_sc_hd__a41o_1	230
sky130_fd_sc_hd__o41ai_2	240
sky130_fd_sc_hd__xnor2_1	160
sky130_fd_sc_hd__buf_4	280
sky130_fd_sc_hd__ha_1	340
sky130_fd_sc_hd__a21oi_1	210
sky130_fd_sc_hd__o221ai_1	140
sky130_fd_sc_hd__a31oi_1	230
sky130_fd_sc_hd__o311ai_2	190
sky130_fd_sc_hd__a221o_1	420
sky130_fd_sc_hd__a21oi_1	200
sky130_fd_sc_hd__nor3_1	70
sky130_fd_sc_hd__o21ai_1	160
sky130_fd_sc_hd__mux2_4	310
==> metal layers <==
| metal | GRT usage, % | vias up |
|---|---|---|
| met5 | 0 | - |
| li1 | - | 2424 |
| met1 | 34.13 | 2358 |
| met4 | 1.484 | 0 |
| met3 | 5.284 | 9 |
| met2 | 31.54 | 113 |
==> how the worst max path moves through the flow <==
stage	start	end	slack [ps]	cells after the start
final	activation_in[7]	accumulator[31]	1430	27
after global routing	activation_in[7]	accumulator[31]	890	28
after CTS	activation_in[7]	accumulator[31]	1450	27
==> cell type report <==
type / count / share of cell area (%)
sequential: 88 / 26.34
clock inverter: 7 / 0.8831
timing repair buffer: 104 / 12.30
tap: 176 / 2.634
clock buffer: 9 / 2.694
multi-input combinational: 473 / 50.79
inverter: 97 / 4.356
==> cells by family (layout without fill, tap and decap cells) <==
logic type | after synthesis | in the layout | synth area share, %
simple gates | 167 | 167 | 12.09
compound gates | 121 | 121 | 12.74
fa+ha+maj | 118 | 118 | 27.52
buf+inv | 110 | 217 | 6.462
flops | 88 | 88 | 31.95
xor+xnor | 40 | 40 | 5.083
mux | 27 | 27 | 4.157
==> cells in the mapped netlist (all sizes together), types with 2 or more instances <==
master / instances
o211ai: 5
nand2: 40
mux2i: 17
nor3: 9
o21bai: 5
nor2: 42
a21o: 12
mux2: 10
a21oi: 39
o21ai: 19
o21a: 7
ha: 62
xor2: 9
and2: 49
clkbuf: 11
fa: 56
o22ai: 5
and3: 3
nor2b: 9
nand3: 6
a211oi: 4
dfrtp: 88
buf: 2
inv: 96
xnor2: 31
a31oi: 6
o221ai: 2
a221o: 3
nand2b: 4
==> stage by stage <==
step | instances | utilization [%] | instance area [um2]
after detailed placement | 938 | 60.39 | 8060
after global placement | 938 | 60.39 | 8060
after CTS | 954 | 62.63 | 8359
after global routing | 954 | 62.63 | 8359
after floorplan | 671 | - | 6893
final | 954 | 62.63 | 8359
