`design/flow/design.v`:
```
`timescale 1ns/1ps
module microcode_controller #(
    parameter DATA_WIDTH = 8,
    parameter ACC_WIDTH = 32,
    parameter ADDR_WIDTH = 16,
    parameter MAX_SEQ_LEN = 16
)(
    input  logic                      clk,
    input  logic                      rst_n,
    input  logic                      start,
    output logic                      busy,
    output logic                      done,
    input  logic [ADDR_WIDTH-1:0]     ucode_base_addr,
    input  logic [15:0]               ucode_length,
    output logic [ADDR_WIDTH-1:0]     sram_rd_addr,
    input  logic [127:0]              sram_rd_data,
    output logic                      sram_rd_en,
    output logic                      gemm_start,
    input  logic                      gemm_busy,
    output logic [15:0]               gemm_dim_m,
    output logic [15:0]               gemm_dim_k,
    output logic [15:0]               gemm_dim_n,
    output logic                      gemm_transpose_b,
    output logic                      gemm_accumulate,
    output logic                      gemm_requant,
    output logic [15:0]               gemm_imm,
    output logic                      softmax_start,
    input  logic                      softmax_busy,
    output logic [15:0]               softmax_m,
    output logic [15:0]               softmax_n,
    output logic                      softmax_causal,
    output logic                      layernorm_start,
    input  logic                      layernorm_busy,
    output logic [15:0]               layernorm_dim,
    output logic                      gelu_start,
    input  logic                      gelu_busy,
    output logic [15:0]               gelu_count,
    output logic                      vec_start,
    input  logic                      vec_busy,
    output logic [2:0]                vec_op,
    output logic [15:0]               vec_count,
    output logic [15:0]               vec_imm,
    output logic                      dma_start,
    input  logic                      dma_busy,
    output logic                      dma_direction,
    output logic [31:0]               dma_byte_count,
    output logic                      barrier_wait,
    input  logic                      all_engines_idle
);
    typedef struct packed {
        logic [15:0] imm;
        logic [15:0] k;
        logic [15:0] n;
        logic [15:0] m;
        logic [15:0] src1;
        logic [15:0] src0;
        logic [15:0] dst;
        logic [7:0]  flags;
        logic [7:0]  opcode;
    } instruction_t;
    localparam OPCODE_NOP       = 8'h00;
    localparam OPCODE_DMA_LOAD  = 8'h01;
    localparam OPCODE_DMA_STORE = 8'h02;
    localparam OPCODE_GEMM      = 8'h03;
    localparam OPCODE_VEC       = 8'h04;  
    localparam OPCODE_SOFTMAX   = 8'h05;
    localparam OPCODE_LAYERNORM = 8'h06;
    localparam OPCODE_GELU      = 8'h07;
    localparam OPCODE_VEC_ADD   = 8'h08;
    localparam OPCODE_VEC_MUL   = 8'h09;
    localparam OPCODE_VEC_COPY  = 8'h0A;
    localparam OPCODE_BARRIER   = 8'hFE;
    localparam OPCODE_END       = 8'hFF;
    localparam ENGINE_GEMM      = 3'd0;
    localparam ENGINE_SOFTMAX   = 3'd1;
    localparam ENGINE_LAYERNORM = 3'd2;
    localparam ENGINE_GELU      = 3'd3;
    localparam ENGINE_VEC       = 3'd4;
    localparam ENGINE_DMA       = 3'd5;
    localparam NUM_ENGINES      = 6;
    typedef enum logic [2:0] {
        IDLE,
        FETCH,
        DECODE,
        DISPATCH,
        WAIT_BARRIER,
        DONE_STATE
    } state_t;
    state_t state, next_state;
    logic [15:0] pc;
    logic [15:0] ucode_end;
    instruction_t current_instr;
    logic instr_valid;
    logic [NUM_ENGINES-1:0] scoreboard;
    logic [NUM_ENGINES-1:0] scoreboard_set;
    logic [NUM_ENGINES-1:0] scoreboard_clear;
    logic [NUM_ENGINES-1:0] engine_busy;
    assign engine_busy = {dma_busy, vec_busy, gelu_busy, layernorm_busy, softmax_busy, gemm_busy};
    logic [2:0] target_engine;
    always_comb begin
        case (current_instr.opcode)
            OPCODE_GEMM:      target_engine = ENGINE_GEMM;
            OPCODE_SOFTMAX:   target_engine = ENGINE_SOFTMAX;
            OPCODE_LAYERNORM: target_engine = ENGINE_LAYERNORM;
            OPCODE_GELU:      target_engine = ENGINE_GELU;
            OPCODE_VEC, OPCODE_VEC_ADD, OPCODE_VEC_MUL, OPCODE_VEC_COPY: 
                              target_engine = ENGINE_VEC;
            OPCODE_DMA_LOAD,
            OPCODE_DMA_STORE: target_engine = ENGINE_DMA;
            default:          target_engine = 3'd7;
        endcase
    end
    always_ff @(posedge clk or negedge rst_n) begin
        if (!rst_n) scoreboard <= '0;
        else scoreboard <= (scoreboard | scoreboard_set) & ~scoreboard_clear;
    end
    always_comb scoreboard_clear = ~engine_busy & scoreboard;
    always_ff @(posedge clk or negedge rst_n) begin
        if (!rst_n) begin
            state <= IDLE;
            pc <= '0;
            ucode_end <= '0;
            current_instr <= '0;
            instr_valid <= 1'b0;
            scoreboard_set <= '0;
            gemm_start <= 1'b0;
            softmax_start <= 1'b0;
            layernorm_start <= 1'b0;
            gelu_start <= 1'b0;
            vec_start <= 1'b0;
            dma_start <= 1'b0;
            barrier_wait <= 1'b0;
            gemm_dim_m <= '0; gemm_dim_k <= '0; gemm_dim_n <= '0;
            gemm_transpose_b <= '0; gemm_accumulate <= '0; gemm_requant <= '0; gemm_imm <= '0;
            softmax_m <= '0; softmax_n <= '0; softmax_causal <= '0;
            layernorm_dim <= '0;
            gelu_count <= '0;
            vec_op <= '0; vec_count <= '0; vec_imm <= '0;
            dma_direction <= '0; dma_byte_count <= '0;
        end else begin
            gemm_start <= 1'b0;
            softmax_start <= 1'b0;
            layernorm_start <= 1'b0;
            gelu_start <= 1'b0;
            vec_start <= 1'b0;
            dma_start <= 1'b0;
            scoreboard_set <= '0;
            barrier_wait <= 1'b0;
            state <= next_state;
            case (state)
                IDLE: begin
                    pc <= '0;
                    instr_valid <= 1'b0;
                    if (start) ucode_end <= ucode_length;
                end
                FETCH: begin
                    sram_rd_addr <= ucode_base_addr + pc;
                    sram_rd_en <= 1'b1;
                end
                DECODE: begin
                    sram_rd_en <= 1'b0;
                    current_instr <= instruction_t'(sram_rd_data);
                    instr_valid <= 1'b1;
                end
                DISPATCH: begin
                    if (instr_valid) begin
                        case (current_instr.opcode)
                            OPCODE_NOP: begin
                                pc <= pc + 1;
                                instr_valid <= 1'b0;
                            end
                            OPCODE_GEMM: begin
                                if (!scoreboard[ENGINE_GEMM]) begin
                                    gemm_start <= 1'b1;
                                    gemm_dim_m <= current_instr.m;
                                    gemm_dim_k <= current_instr.k;
                                    gemm_dim_n <= current_instr.n;
                                    gemm_transpose_b <= current_instr.flags[0];
                                    gemm_requant <= current_instr.flags[1];
                                    gemm_accumulate <= current_instr.flags[2];
                                    gemm_imm <= current_instr.imm;
                                    scoreboard_set[ENGINE_GEMM] <= 1'b1;
                                    pc <= pc + 1;
                                    instr_valid <= 1'b0;
                                end
                            end
                            OPCODE_SOFTMAX: begin
                                if (!scoreboard[ENGINE_SOFTMAX]) begin
                                    softmax_start <= 1'b1;
                                    softmax_m <= current_instr.m;
                                    softmax_n <= current_instr.n;
                                    softmax_causal <= current_instr.flags[0];
                                    scoreboard_set[ENGINE_SOFTMAX] <= 1'b1;
                                    pc <= pc + 1;
                                    instr_valid <= 1'b0;
                                end
                            end
                            OPCODE_LAYERNORM: begin
                                if (!scoreboard[ENGINE_LAYERNORM]) begin
                                    layernorm_start <= 1'b1;
                                    layernorm_dim <= current_instr.n;  
                                    scoreboard_set[ENGINE_LAYERNORM] <= 1'b1;
                                    pc <= pc + 1;
                                    instr_valid <= 1'b0;
                                end
                            end
                            OPCODE_GELU: begin
                                if (!scoreboard[ENGINE_GELU]) begin
                                    gelu_start <= 1'b1;
                                    gelu_count <= current_instr.n;  
                                    scoreboard_set[ENGINE_GELU] <= 1'b1;
                                    pc <= pc + 1;
                                    instr_valid <= 1'b0;
                                end
                            end
                            OPCODE_VEC, OPCODE_VEC_ADD, OPCODE_VEC_MUL, OPCODE_VEC_COPY: begin
                                if (!scoreboard[ENGINE_VEC]) begin
                                    vec_start <= 1'b1;
                                    vec_count <= current_instr.n;
                                    vec_imm <= current_instr.imm;
                                    case (current_instr.opcode)
                                        OPCODE_VEC_ADD: vec_op <= 3'b001;  
                                        OPCODE_VEC_MUL: vec_op <= 3'b010;  
                                        OPCODE_VEC_COPY: vec_op <= 3'b110;  
                                        default: vec_op <= 3'b000;
                                    endcase
                                    scoreboard_set[ENGINE_VEC] <= 1'b1;
                                    pc <= pc + 1;
                                    instr_valid <= 1'b0;
                                end
                            end
                            OPCODE_DMA_LOAD: begin
                                if (!scoreboard[ENGINE_DMA]) begin
                                    dma_start <= 1'b1;
                                    dma_direction <= 1'b0;  
                                    dma_byte_count <= {current_instr.m, current_instr.n};  
                                    dma_byte_count <= {16'd0, current_instr.m};
                                    scoreboard_set[ENGINE_DMA] <= 1'b1;
                                    pc <= pc + 1;
                                    instr_valid <= 1'b0;
                                end
                            end
                            OPCODE_DMA_STORE: begin
                                if (!scoreboard[ENGINE_DMA]) begin
                                    dma_start <= 1'b1;
                                    dma_direction <= 1'b1;  
                                    dma_byte_count <= {16'd0, current_instr.m};
                                    scoreboard_set[ENGINE_DMA] <= 1'b1;
                                    pc <= pc + 1;
                                    instr_valid <= 1'b0;
                                end
                            end
                            OPCODE_BARRIER: begin
                                barrier_wait <= 1'b1;
                            end
                            OPCODE_END: begin
                            end
                            default: begin
                                pc <= pc + 1;
                                instr_valid <= 1'b0;
                            end
                        endcase
                    end
                end
                WAIT_BARRIER: begin
                    barrier_wait <= 1'b1;
                    if (all_engines_idle) begin
                        pc <= pc + 1;
                        instr_valid <= 1'b0;
                    end
                end
                DONE_STATE: begin
                end
                default: begin
                end
            endcase
        end
    end
    always_comb begin
        next_state = state;
        case (state)
            IDLE: if (start) next_state = FETCH;
            FETCH: next_state = DECODE;
            DECODE: next_state = DISPATCH;
            DISPATCH: begin
                if (instr_valid) begin
                    case (current_instr.opcode)
                        OPCODE_END: next_state = DONE_STATE;
                        OPCODE_BARRIER: next_state = WAIT_BARRIER;
                        default: begin
                            if (!scoreboard[target_engine]) next_state = FETCH;
                        end
                    endcase
                end
            end
            WAIT_BARRIER: if (all_engines_idle) next_state = FETCH;
            DONE_STATE: next_state = IDLE;
            default: next_state = IDLE;
        endcase
    end
    assign busy = (state != IDLE);
    assign done = (state == DONE_STATE);
endmodule
```
`design/flow/run.sh`:
```
#!/bin/bash
# OpenROAD 26Q1-2900-gdf79404cd8, Yosys 0.63+post, stock flow scripts
make -C /OpenROAD-flow-scripts/flow DESIGN_CONFIG=/design/flow/config.mk WORK_HOME=/design/flow/orfs finish
```
`design/flow/config.mk`:
```
export PLATFORM = sky130hd
export DESIGN_NAME = microcode_controller
export DESIGN_NICKNAME = microcode_controller
export VERILOG_FILES = /design/flow/design.v
export SDC_FILE = /design/flow/constraint.sdc
export NUM_CORES = 4
export LEC_CHECK = 1
export CORE_UTILIZATION = 40
```
`design/flow/constraint.sdc`:
```
current_design microcode_controller

set clk_period 12.3
set clk_io_pct 0.2

create_clock -name clk0 -period $clk_period [get_ports {clk}]

set non_clock_inputs [all_inputs -no_clocks]
set_input_delay [expr $clk_period * $clk_io_pct] -clock clk0 $non_clock_inputs
set_output_delay [expr $clk_period * $clk_io_pct] -clock clk0 [all_outputs]
```
==> results_dict.tcl <==
# flow metrics
set metrics [dict create \
    outcome "completed" \
    synthCells 985 \
    slowest_stage "clkdlybuf4s50_1" \
    clock_latency_ns 0.51 \
    ys_warn_count 1 \
    fp_util 0.4072 \
    hold_viol_final 0 \
    path_class "reg2out" \
    leakagePower_nw 8.011 \
    finClkSkew_ns 0.01147 \
    setup-tns-final_ns 0 \
    ys_chip_area_um2 12850 \
    lay_top_count "clkdlybuf4s50_1" \
    clkTransAtPathRegs_ns 0.06 \
    worstPathRequired_ns 9.84 \
    remaining_drc_errors 0 \
    p_total_mw 3.263 \
    drv_slew 0 \
    cts_root_buffer "clkbuf_16" \
    place_area_um2 16240 \
    cts_htree_levels 2 \
    peakVddDrop_v 0.0001150 \
    crit_fanout 10 \
    post_cts_resized 0 \
    grt_max_degree 116 \
    clockBufferDepth 3 \
    wl_per_cell_um 18.56 \
    drv_cap 0 \
    async_flop_share 0.9450 \
    coreArea_um2 31560 \
    slowest_delay_ns 0.55 \
    ios 396 \
    cts_sinks 309 \
    worstPathCellList "nor3_1, buf_4, inv_1, clkdlybuf4s50_1" \
    top_usage_layer "met1" \
    cts_setup_buffers 0 \
    finalCriticalPeriod_ns 4.465 \
    synth_area_per_cell_um2 13.04 \
    use_met3 0.07596 \
    num_vias 8498 \
    period_used_share 0.3630 \
    first_global_vias 8680 \
    finalSetupViolCount 0 \
    grt_overflow 0 \
    antenna_found_initial 7 \
    cts_tree "built" \
    flop_cell "dfrtp_1" \
    dpl.hpwl_um 21240 \
    synth-edff-count 17 \
    layout_top_cells "309 x clkdlybuf4s50_1, 292 x dfrtp_1, 193 x mux2_2, 167 x nand2_1, 37 x clkbuf_16" \
    grt_util_met1 0.3179 \
    die_width_um 181.2 \
    dieArea_um2 32840 \
    relSlewSlack 0.4570 \
    first_pass_iters 4 \
    syn_to_final_growth_pct 35.34 \
    fin_cells 1728 \
    ys_cells 985 \
    use_met2 0.3114 \
    rows 65 \
    synth_cell_types 63 \
    fmaxAchievable_ghz 0.2239 \
    endpoint_kind "primary output" \
    rsz0062_at_grt "no" \
    tightest_slew_ns 0.8136 \
    holdBufCountCts 0 \
    crit_path_start_kind "flop" \
    drtAntennaViolNets 0 \
    wirelength_um 32070 \
    place_inst 1663 \
    ys_seq_share 0.6084 \
    drtIter0Drc 350 \
    numCtsBuffers 36 \
    io_buffer_count 310 \
    gp_congestion 0.8145 \
    hold_path.class "reg2reg" \
    warning_count 96 \
    syn_area_um2 12850 \
    ys_ff 309 \
    cellPowerDensity_nw_per_um2 187.7 \
    grt_first_pass_wirelength_um 50890 \
    grt_usage 0.2097 \
    stdcell_area_um2 17390 \
    cp.arrival_ns 2.01 \
    via_per_inst 4.918 \
    die_y_um 181.2 \
    layout-drive-gt1-share 0.2054 \
]
==> path summary, 6_finish.rpt <==
| kind | from | to | slack [ns] | cells after the start |
|---|---|---|---|---|
| worst min-delay path | softmax_n[2] | softmax_n[2] | 0.47 | 2 |
| worst max register to register | state[2] | gemm_imm[15] | 9.53 | 5 |
| worst max-delay path | state[1] | busy | 7.83 | 4 |
| min in group asynchronous | rst_n | current_instr[103] | 1.95 | 1 |
| worst min register to register | softmax_n[2] | softmax_n[2] | 0.47 | 2 |
| max in group asynchronous | rst_n | dma_byte_count[7] | 8.52 | 3 |
==> worst max-delay path: cells and delay by family, from the launching register on <==
kind	cells	cell delay [ns]
buffers and inverters	3	0.91
flip-flops	1	0.49
AND/OR/NAND/NOR	1	0.10
==> metrics by stage <==
step | hold slack, ns | util | setup slack, ns
detailed placement | 0.4612 | 0.5146 | 7.476
global placement | 0.4585 | 0.5146 | 7.470
global route | 0.4940 | 0.5511 | 7.683
finish | 0.4706 | 0.5511 | 7.835
floorplan | 0.4188 | - | 8.183
CTS | 0.4753 | 0.5509 | 7.820
==> state kept, by name, summed over array words and instances (netlist names), 16 cells and up <==
name,flops
current_instr,75
dma_byte_count,16
gelu_count,16
gemm_dim_k,16
gemm_dim_m,16
gemm_dim_n,16
gemm_imm,16
layernorm_dim,16
pc,16
softmax_m,16
softmax_n,16
sram_rd_addr,16
vec_count,16
vec_imm,16
==> per-layer routing <==
metal  vias to the layer above  wire [µm]
li1                       4029          -
met5                         -         64
met3                        44       2702
met1                      4197      14070
met2                       218      14790
met4                        10        444
==> cell usage after synthesis, types with 7 or more instances <==
master | instances | area (µm²)
mux2_1 | 19 | 214.0
edfxtp_1 | 17 | 510.5
xnor2_1 | 12 | 105.1
buf_2 | 24 | 120.1
buf_4 | 20 | 150.1
buf_6 | 7 | 78.83
nand2_1 | 168 | 630.6
ha_1 | 16 | 200.2
mux2_2 | 193 | 2173
clkbuf_1 | 7 | 26.28
o21a_1 | 7 | 52.55
nand2b_1 | 10 | 62.56
o21ai_0 | 25 | 125.1
a21oi_1 | 19 | 95.09
dfrtp_1 | 292 | 7307
nor2_1 | 27 | 101.4
inv_1 | 11 | 41.29
==> power by group <==
part	internal, mW	total (mW)	switching [mW]
clock network	0.619	1.03	0.409
logic	0.479	0.748	0.269
registers	1.28	1.49	0.210
total	2.38	3.26	0.888
==> final cells by class <==
class                   count  area (µm²)
fillers                  2612       14170
flip-flops and latches    309        7818
multi-input cells         617        4656
repair buffers            322        3211
clock buffers              58        1115
well taps                 402       503.0
inverters                  13       50.05
clock inverters             5       32.53
diodes                      2       5.005
==> logic make-up (layout without fill, tap and decap cells) <==
family                     after synthesis  in the layout  synth area share
adders and majority gates               17             17           0.01714
AOI/OAI and AO/OA                       93             93           0.04811
DFF                                    309            309            0.6084
and+or+nand+nor                        259            259           0.09232
buffers and inverters                   74            398           0.03399
xor gates and xnor gates                17             17           0.01159
other                                    1             18         0.0002919
muxes                                  215            215            0.1881
Power figures rest on the tool's default switching activity, not on a simulated workload.
